`config.mk`:
```
export PLATFORM = sky130hd
export DESIGN_NAME = clod_pim_up_counter
export DESIGN_NICKNAME = clod_pim_up_counter
export VERILOG_FILES = /design/flow/design.v
export SDC_FILE = /design/flow/constraint.sdc
export NUM_CORES = 4
export LEC_CHECK = 1
export CORE_AREA = 10 10 75 75
export DIE_AREA = 0 0 85 85
export SYNTH_HDL_FRONTEND = slang
```
`constraint.sdc`:
```
current_design clod_pim_up_counter

set clk_period 2.7
set clk_io_pct 0.2

create_clock -name clk0 -period $clk_period [get_ports {i_clk}]

set non_clock_inputs [all_inputs -no_clocks]
set_input_delay [expr $clk_period * $clk_io_pct] -clock clk0 $non_clock_inputs
set_output_delay [expr $clk_period * $clk_io_pct] -clock clk0 [all_outputs]
```
`design.v`:
```
module clod_pim_up_counter #(
  parameter max_count = 1024,
  parameter num_bits = 10
)
  (
    input i_clk,
    input i_reset,
    input i_enable,
    output logic [num_bits - 1:0] o_count
  );
  always_ff@(posedge i_clk or posedge i_reset) begin
    if (i_reset) begin
    	o_count <= '0;
    end
    else if (i_enable) begin
      if (o_count == max_count - 1) begin
      	o_count <= '0;
      end
      else begin
      	o_count <= o_count + 1;
      end
    end
  end
endmodule
```
`run.sh`:
```
#!/bin/bash
# OpenROAD 26Q1-2900-gdf79404cd8, Yosys 0.63+post, stock flow scripts
make -C /OpenROAD-flow-scripts/flow DESIGN_CONFIG=/design/flow/config.mk WORK_HOME=/design/flow/orfs finish
```
==> results.toml <==
# yosys + openroad results
[min_path]
hp-class = "flop to flop"

[global_routing]
antenna_found_initial = 0
grt_util_all_layers_pct = 3.62
grt_first_pass_wirelength_mm = 2.15
grt_max_degree = 11
grt_pass1_vias = 441
grt-ovfl-total = 0

[logic_synthesis]
yosys_cells = 52
ff_type = "dfrtp_1"
postSynth.asyncResetShare_pct = 100
ys_seq_share_pct = 48.7
ys_area_um2 = 514
syn_avg_cell_area_um2 = 9.89
synthCells = 52
edf_count = 0
yosysUniqueCellTypes = 21
ys_warn_count = 0
ys_ff = 10
syn_area_um2 = 514

[clock_network]
clk_latency_ns = 0.23
ctsHoldBuffers = 0
post_cts_resized = 0
ctsHtreeMaxLevel = 1
cts_root_buf = "clkbuf_8"
path_clk_slew_ns = 0.04
clockBufferDepth = 2
post-cts-setup-buffer-count = 0
cts_buffers = 3
cts_sinks = 10
tritoncts = "yes"

[power_and_ir_drop]
p_per_area_nw_per_um2 = 752
p_int_mw = 0.378
pwr-share-clk_pct = 26.5
total_power_mw = 0.546
sw_frac_of_total_pct = 30.7
seqPwrFrac_pct = 47.8
leakage_nw = 0.281
power.switching_mw = 0.167
p_comb_share_pct = 25.8
peakVddDrop_mv = 0.153

[timing]
slew_headroom_pct = 74.7
finalCritPeriodShare_pct = 65.7
tightestPinTransition_ns = 0.377
fmax_mhz = 564
skew_ns = 0.00275
rsz0062_at_grt = "no"
hold_violations = 0
final_max_slew_viol_count = 0
finalSetupTns_ns = 0
setup_viol = 0
fin_crit_ns = 1.77

[outcome]
run_status = "finished, final reports clean"

[final_layout]
regMostFlops = "o_count"
layout_top_cell = "clkdlybuf4s50_1"
fill_cells = 436
largest_register_ffs = 10
synthToLayoutAreaGrowth_pct = 41.1
drive_gt1_share_pct = 7.69
layout_top_cells = "12 x clkdlybuf4s50_1, 10 x dfrtp_1, 5 x nand2_1"
top_regs = "o_count x10"

[detailed_routing]
wl_mm = 1.25
drtAntennaViolNets = 0
num_antenna_cells = 0
wire_per_inst_um = 10.8
vias_per_cell = 3.86
firstDrtPassIters = 4
drt_iter0_markers = 82
drc = 0
via_count = 444

[floorplanning]
fp.dieW_um = 85
fp_util_pct = 12.7
pin_count = 13
rows = 23
fp.coreArea_um2 = 4060
fp.dieH_um = 85
chip_area_um2 = 7230

[worst_setup_path]
path_max_fanout = 8
end_kind = "output port"
cp_cell_sequence = "clkdlybuf4s50_1"
cp-start-kind = "flop"
crit_required_ns = 2.16
arrival_ns = 1.23
max_stage_delay_ns = 0.52
cp_top_family = "buffers and inverters"
cp_slowest_cell = "clkdlybuf4s50_1"
cp_num_buf_inv = 1
critical_path_class = "flop to output port"

[place]
place.gp.congestion = 0.719
dp_hpwl_um = 985
portBuffers = 12

[job]
maxCapViolCount = 0
tool_warnings = 25
[power groups by stage]
stage         Sequential [mW]  Clock (mW)  Combinational, mW
CTS                     0.262       0.149              0.146
global route            0.273       0.161              0.161
finish                  0.261       0.145              0.141
[final cells by class]
cell class	count	area (um2)	area share, %
Sequential cell	10	250	34.5
Multi-Input combinational cell	37	240	33.1
Timing Repair Buffer	12	120	16.6
Tap cell	50	62.6	8.62
Clock buffer	3	41.3	5.69
Inverter	3	11.3	1.55
[logic make-up after synthesis]
group	share of synthesized area (%)
xor+xnor	8.52
fa+ha+maj	2.43
compound gates	11.2
simple gates	24.6
flops	48.7
buf+inv	4.62
[cell usage after synthesis (all sizes together), types with 2 or more instances]
master | instances | share of area, %
a21oi | 2 | 1.9
inv | 3 | 2.2
xor2 | 3 | 5.1
nor3 | 3 | 2.9
nand2 | 5 | 3.7
dfrtp | 10 | 49
buf | 2 | 2.4
nor2 | 2 | 1.5
nand3 | 4 | 3.9
xnor2 | 2 | 3.4
o21ai | 3 | 2.9
or3 | 2 | 2.4
nand4 | 5 | 9.0
[per-stage QoR]
step / hold slack (ns) / instance area [um2] / utilization [%] / std cells / setup WS, ns
2_1_floorplan: 0.380 / 514 / - / 52 / 1.35
3_3_place_gp: 0.520 / 684 / 16.9 / 112 / 0.756
3_5_place_dp: 0.521 / 684 / 16.9 / 112 / 0.705
4_1_cts: 0.527 / 726 / 17.9 / 115 / 0.909
5_1_grt: 0.572 / 726 / 17.9 / 115 / 0.833
6_report: 0.528 / 726 / 17.9 / 115 / 0.926
[worst paths after layout]
path | start | endpoint | slack [ns] | cells after the start
worst max-delay path | o_count[2] | o_count[2] | 0.93 | 1
worst min-delay path | o_count[8] | o_count[8] | 0.53 | 1
min in group asynchronous | i_reset | o_count[7] | 0.60 | 2
max in group asynchronous | i_reset | o_count[0] | 1.83 | 2
worst max register to register | o_count[0] | o_count[9] | 1.27 | 4
worst min register to register | o_count[8] | o_count[8] | 0.53 | 1
[routing by layer]
metal | global-route usage, % | up-vias | wire length, um
met4 | 0.449 | 0 | 18
li1 | - | 218 | -
met3 | 2.50 | 2 | 155
met5 | 0 | - | 0
met2 | 5.38 | 15 | 535
met1 | 4.30 | 209 | 538
Power figures rest on the tool's default switching activity, not on a simulated workload.
