==> flow/design.v <==
module clod_pim_large_or#(
    parameter num_row_elements = 256
)(
  input wire [num_row_elements-1:0] match_bits,
  output wire out
);
  assign out = |match_bits;
endmodule
==> flow/run.sh <==
#!/bin/bash
# OpenROAD 26Q1-2900-gdf79404cd8, Yosys 0.63+post, stock flow scripts
make -C /OpenROAD-flow-scripts/flow DESIGN_CONFIG=/design/flow/config.mk WORK_HOME=/design/flow/orfs finish
==> flow/config.mk <==
export PLATFORM = sky130hd
export DESIGN_NAME = clod_pim_large_or
export DESIGN_NICKNAME = clod_pim_large_or
export VERILOG_FILES = /design/flow/design.v
export SDC_FILE = /design/flow/constraint.sdc
export NUM_CORES = 4
export LEC_CHECK = 1
export CORE_AREA = 10 10 107 107
export DIE_AREA = 0 0 117 117
export SYNTH_HDL_FRONTEND = slang
==> flow/constraint.sdc <==
current_design clod_pim_large_or

set clk_period 3.4
set clk_io_pct 0.2

create_clock -name clk0 -period $clk_period

set non_clock_inputs [all_inputs -no_clocks]
set_input_delay [expr $clk_period * $clk_io_pct] -clock clk0 $non_clock_inputs
set_output_delay [expr $clk_period * $clk_io_pct] -clock clk0 [all_outputs]
==> results_dict.tcl <==
# yosys + openroad results
set metrics [dict create \
    design.seq.count 0 \
    yosys_warnings 0 \
    die_w_um 117 \
    numPortBuffers 257 \
    synth_area_leader_cell "nor4_1" \
    grt_pass1_wl_mm 11.4 \
    arrival_ns 2.32 \
    seq_area_um2 0 \
    hold_viol_final 0 \
    areaGrowthSynthToFinish_pct 505 \
    critical_path_class "primary input to output port" \
    coreArea_um2 9200 \
    tightestPinTransition_ns 0.352 \
    end_kind "output port" \
    maxCapViolations 0 \
    final_cells 455 \
    cp-startpoint "match_bits[69]" \
    path_cells "clkdlybuf4s50_1, nor4_2, nand4_1, nor4_4, buf_4, nand4_1, dlymetal6s2s_1" \
    first_pass_iters 4 \
    rsz0062_at_grt "false" \
    gp_congestion 0.783 \
    synth_cells 85 \
    die_area_um2 13700 \
    worstHoldPathType "primary input to output port" \
    drive_above_1_share_pct 3.49 \
    utilization_pct 36.2 \
    grt_pass1_vias 2224 \
    fmax_ghz 0.334 \
    p_leak_nw 1.07 \
    drcViolationCount 0 \
    peakVddDrop_mv 0.0467 \
    drtIter0Drc 31 \
    cpPeakStageDelay_ns 0.42 \
    stage_log_warnings 32 \
    synth-seq-area-share_pct 0 \
    holdBufCountCts 0 \
    min_from "match_bits[18]" \
    drt-wirelength-per-cell_um 18.3 \
    place.detailed.hpwl_mm 8.09 \
    num_vias 1890 \
    power-per-cell-area_nw_per_um2 95.3 \
    most_common_cell "nor4_1" \
    initial_core_util_pct 5.99 \
    grt_remaining_overflow 0 \
    slew_violations 0 \
    diodes 0 \
    avgSynthCellArea_um2 6.48 \
    slew_headroom_pct 76.3 \
    ys_cells 85 \
    gr-usage-all-layers_pct 10.6 \
    crit_slowest_cell "clkdlybuf4s50_1" \
    setup_violations 0 \
    place_inst 455 \
    cts_setup_buffers 0 \
    io_pins 257 \
    fp-row-count 35 \
    synthTopCellsByArea "nor4_1, nand4_1, nor4_2" \
    outcome "finished clean" \
    required_ns 2.72 \
    ys_area_um2 551 \
    ys_types 3 \
    cp_max_fo 1 \
    synthTopCellsByCount "nor4_1, nand4_1, nor4_2" \
    antenna_found_initial 0 \
    syn_area_um2 551 \
    crit_path_start_kind "primary input" \
    synth_top_area_share_pct 73.9 \
    critPathMostFrequentCell "nand4_1" \
    nClkBuffers 0 \
    grt_max_degree 2 \
    finalClockPeriodUsage_pct 88.2 \
    drt-total-wl_mm 8.31 \
    period_needed_ns 3.00 \
    die_h_um 117 \
    viasPerCell 4.15 \
    drtAntennaViolNets 0 \
]
## worst max-delay path, delay by kind of cell
family	cells	cell delay (ns)
AND/OR/NAND/NOR	4	0.89
buffers and inverters	3	0.74
## routing by layer
layer / wire length, um / global-route usage, %
met2: 3950 / 19.0
met3: 1640 / 7.59
met5: 0 / 0
met4: 0 / 0
met1: 2720 / 10.2
## cell families after synthesis
family / Yosys count / share of synthesized area [%]
and+or+nand+nor: 85 / 100
## worst paths after layout
kind	to	slack, ns	cells past startpoint
max	out	0.40	7
min	out	2.17	6
## layout make-up
class / instances / area (um2)
Fill cell: 904 / 5860
Multi-Input combinational cell: 85 / 603
Tap cell: 111 / 139
Timing Repair Buffer: 259 / 2590
## power by group
group	total (W)	internal, W	switching (W)
clock network	0	0	0
registers	0	0	0
logic	0.000318	0.000265	0.0000531
## stage by stage
stage                     hold slack (ns)  area [um2]  power [W]  setup TNS [ns]  setup WS (ns)
after floorplan                      1.51         551  0.0000142               0           1.34
after global placement               2.58        3280   0.000314          -0.120         -0.120
after detailed placement             2.58        3280   0.000317          -0.117         -0.117
after CTS                            2.58        3300   0.000318               0         0.0106
after global routing                 2.24        3330   0.000336               0          0.277
final                                2.17        3330   0.000318               0          0.403
## timing repair
item / in CTS / in global routing
pin swaps: 0 / 4
endpoints found under the setup margin: 1 / 1
resized: 4 / 5
## layout by cell type (no fill, tap or decap), drive strengths merged
cell type	count
clkdlybuf4s50	256
nand4	17
buf	2
dlymetal6s2s	1
nor4	68
No activity file was given, so power comes from the tool's default toggle rates.
